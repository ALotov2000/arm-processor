`flow/run.sh`:
```
#!/bin/bash
# OpenROAD 26Q1-2900-gdf79404cd8, Yosys 0.63+post, stock flow scripts
make -C /OpenROAD-flow-scripts/flow DESIGN_CONFIG=/design/flow/config.mk WORK_HOME=/design/flow/orfs finish
```
`flow/config.mk`:
```
export PLATFORM = sky130hd
export DESIGN_NAME = Register
export DESIGN_NICKNAME = Register
export VERILOG_FILES = /design/flow/design.v
export SDC_FILE = /design/flow/constraint.sdc
export NUM_CORES = 4
export LEC_CHECK = 1
export CORE_AREA = 10 10 106 106
export DIE_AREA = 0 0 116 116
export SYNTH_HDL_FRONTEND = slang
```
`flow/constraint.sdc`:
```
current_design Register

set clk_period 1.0
set clk_io_pct 0.2

create_clock -name clk0 -period $clk_period [get_ports {clk}]

set non_clock_inputs [all_inputs -no_clocks]
set_input_delay [expr $clk_period * $clk_io_pct] -clock clk0 $non_clock_inputs
set_output_delay [expr $clk_period * $clk_io_pct] -clock clk0 [all_outputs]
```
`flow/design.v`:
```
module Register #(parameter WIDTH = 32)
                 (clk,
                  rst,
                  in,
                  out);
    input clk, rst;
    input[WIDTH-1:0] in;
    output reg[WIDTH-1:0] out;
    always @(posedge clk or posedge rst) begin
        if (rst) begin
            out <= {WIDTH{1'b0}};
        end
        else begin
            out <= in;
        end
    end
endmodule
```
==> impl_metrics.toml <==
# generated from flow reports
[critical_path]
arrival_ps = 760
cp_max_fo = 1
worstPathCellList = "buf_2"
path_buffers = 1
crit_slowest_cell = "dfrtp_1"
critPathKind = "flip-flop to output port"
cp-end-kind = "output port"
path_delay_family = "flip-flops"
cp-start-kind = "flip-flop"
required_ps = 800
max_stage_delay_ps = 370

[global_route]
grt_max_degree = 26
gr-total-overflow = 0
antenna_found_initial = 0
grt_pass1_vias = 637
grt_usage = 0.0389
grt_pass1_wl_um = 4000

[synthesis]
ys_top_cells_by_count = "dfrtp_1 (32), inv_1 (1)"
area_leaders = "dfrtp_1 (100%), inv_1 (0.47%)"
top_cell = "dfrtp_1"
async_flop_share = 1.00
synth.logic.top_family = "buffers and inverters"
synthMuxAreaShare = 0
ys.flop_type = "dfrtp_1"
fa_ha_area_frac = 0
synthDistinctLibCells = 2
yosys.area.top_type_share = 0.995
aoi_share = 0
syn_area_per_cell_sq_um = 24.4
yosys_area_sq_um = 805
ys_cells = 33
ys_seq_share = 0.995
synth-seq-cells = 32
syn-cell-area_sq_um = 805
yosysWarnings = 0
synth_cells = 33
yosys.area.top_type = "dfrtp_1"
ys_sh_simple = 0
ys_sh_xor = 0
edf_count = 0

[sta]
worst_pin_slew_ps = 142
finalCritPeriodShare = 0.965
slew_headroom = 0.905
rsz0062_at_grt = "yes"
min_period_ps = 965
maxSlewViolCount = 0
hold_viol_final = 0
final.setup.worst_slack_ps = 35.4
fin_tns_setup_ps = 0
setup_viol = 0
fmax_ghz = 1.04

[power]
p_comb_frac = 0.088
peakVddDrop_mv = 0.567
p_seq_frac = 0.533
internal_power_mw = 2.08
p_leak_nw = 0.693
p_sw_frac = 0.191
p_clk_frac = 0.379
switching_power_mw = 0.492
power_density_nw_per_um2 = 1660

[clocking]
clock-root-buffer = "clkbuf_8"
numCtsBuffers = 5
clock_sinks = 32
cts_setup_buffers = 0
cts_tree = "done"
clk_pin_slew_ps = 60
htreeDepth = 2
clockBufferDepth = 2

[routing]
ant_nets = 0
wl_per_cell_um = 12.7
drt_iter0_markers = 6
firstDrtPassIters = 2
vias_per_cell = 2.51
antenna_cells = 0
drc = 0
routed_wl_um = 2740
vias = 543

[floorplanning]
fp.dieW_um = 116
die-area_sq_um = 13500
io_pins = 66
coreArea_sq_um = 8850
initial_utilization = 0.0909
row_count = 34
die_h_um = 116

[final_layout]
drive_gt1_frac = 0.370
instances_no_fill = 216
combGateArea_sq_um = 0
largest_reg_flops = 32
area_growth_pct = 92.4
regMostFlops = "out"
top_regs = "out: 32 flops"
logic_gate_count = 0
fillers = 998

[hold_path]
hold_class = "primary input to asynchronous set/reset pin"

[outcome]
outcome = "finished clean"

[placement]
dp_slack_ps = -19.2
numPlacedInstances = 208
port_buffers = 65
place_congestion = 0.665

[run]
warnings = 26
cap_violations = 0
==> power groups by stage <==
stage | clock (mW) | sequential (mW) | combinational, mW
CTS | 1.03 | 1.37 | 0.235
finish | 0.977 | 1.37 | 0.226
global route | 1.11 | 1.38 | 0.251
==> final cells by class <==
type	instances	area, sq um	share of cell area
clock buffers	8	90.1	0.0582
inverters	1	3.75	0.00243
flip-flops and latches	32	801	0.517
well taps	108	135	0.0873
repair buffers	67	518	0.335
==> cell usage in the layout (no fill, tap or decap), drive strengths merged <==
cell type      count
inv                1
clkbuf             8
dfrtp             32
clkdlybuf4s50     33
buf               34
==> final timing paths <==
path	slack [ps]	cells past startpoint	endpoint	startpoint
min in group clk0	360	1	out[13]$_DFF_PP0_	in[13]
max in group asynchronous	550	3	out[10]$_DFF_PP0_	rst
worst min-delay path	290	3	out[4]$_DFF_PP0_	rst
worst max-delay path	40	1	out[27]	out[27]$_DFF_PP0_
==> layer usage <==
layer	part of all wire	GRT usage
met3	0.20	0.0345
met2	0.40	0.0538
met4	0	0.00334
met5	0	0
met1	0.40	0.0462
==> cells by family after synthesis <==
logic type / Yosys count
flops: 32
buf+inv: 1
==> timing repair <==
action	4_1_cts	5_1_grt
setup endpoints to repair	32	1
hold buffers	0	0
resized	104	0
==> per-stage QoR <==
| step | instance area, sq um | hold slack (ps) | power [mW] | util |
|---|---|---|---|---|
| global placement | 1620 | 557 | 1.70 | 0.183 |
| finish | 1550 | 287 | 2.58 | 0.175 |
| global route | 1550 | 288 | 2.74 | 0.175 |
| floorplan | 805 | 231 | 1.40 | - |
| detailed placement | 1620 | 567 | 1.70 | 0.183 |
| CTS | 1550 | 280 | 2.64 | 0.175 |
Power figures rest on the tool's default switching activity, not on a simulated workload.
